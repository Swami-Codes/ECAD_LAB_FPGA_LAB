$ cat run.sh
#!/bin/bash
# OpenROAD 26Q1-2900-gdf79404cd8, Yosys 0.63+post, stock flow scripts
make -C /OpenROAD-flow-scripts/flow DESIGN_CONFIG=/design/flow/config.mk WORK_HOME=/design/flow/orfs finish
$ cat config.mk
export PLATFORM = sky130hd
export DESIGN_NAME = mealy_statemachine
export DESIGN_NICKNAME = mealy_statemachine
export VERILOG_FILES = /design/flow/design.v
export SDC_FILE = /design/flow/constraint.sdc
export NUM_CORES = 4
export LEC_CHECK = 1
export CORE_AREA = 10 10 70 70
export DIE_AREA = 0 0 80 80
$ cat constraint.sdc
current_design mealy_statemachine

set clk_period 1.8
set clk_io_pct 0.2

create_clock -name clk0 -period $clk_period [get_ports {clk}]

set non_clock_inputs [all_inputs -no_clocks]
set_input_delay [expr $clk_period * $clk_io_pct] -clock clk0 $non_clock_inputs
set_output_delay [expr $clk_period * $clk_io_pct] -clock clk0 [all_outputs]
$ cat design.v
module mealy_statemachine
(
	input	clk, data_in, reset,
	output reg [1:0] data_out
);
	reg		[1:0]state;
	parameter S0 = 0, S1 = 1, S2 = 2, S3 = 3;
	always @ (posedge clk or posedge reset) begin
		if (reset)
			state <= S0;
		else
			case (state)
				S0:
					if (data_in)
					begin
						state <= S1;
					end
					else
					begin
						state <= S1;
					end
				S1:
					if (data_in)
					begin
						state <= S2;
					end
					else
					begin
						state <= S1;
					end
				S2:
					if (data_in)
					begin
						state <= S3;
					end
					else
					begin
						state <= S1;
					end
				S3:
					if (data_in)
					begin
						state <= S2;
					end
					else
					begin
						state <= S3;
					end
			endcase
	end
	always @ (state or data_in)
	begin
		case (state)
			S0:
				if (data_in)
				begin
					data_out = 2'b00;
				end
				else
				begin
					data_out = 2'b10;
				end
			S1:
				if (data_in)
				begin
					data_out = 2'b01;
				end
				else
				begin
					data_out = 2'b00;
				end
			S2:
				if (data_in)
				begin
					data_out = 2'b10;
				end
				else
				begin
					data_out = 2'b01;
				end
			S3:
				if (data_in)
				begin
					data_out = 2'b11;
				end
				else
				begin
					data_out = 2'b00;
				end
		endcase
	end
endmodule
==> highlights.md <==
Route
- total detailed-routing wirelength: 407 microns
- Routed wire per std cell: 5.50 microns
- via count of the routed design: 144
- count of antenna-violating nets left after detailed routing: 0
- DRC: 0
- length of the first detailed-routing pass in iterations: 3
- number of vias per cell after detailed routing: 1.95
- Iter 0 DRT Violations: 3
- antenna diode count: 0

Setup path
- element type at the critical path end: output pin
- number of buffers and inverters on the critical path: 2
- cell-by-cell listing of the critical path: dlygate4sd2_1 -> or4_1 -> nand2_1 -> dlygate4sd2_1
- cell with the most instances on the worst path: dlygate4sd2_1
- Critical Path Max Stage Delay: 0.51 ns
- cell family contributing the most delay on the critical path: simple AND/OR/NAND/NOR gates
- crit path launch type: input port
- slowest CP cell: or4_1
- critical-path maximum fanout: 2
- WS Path Type: input port to output pin
- critical path arrival: 1.38 ns
- endpoint required time on the critical path: 1.44 ns

Final layout
- Seq. cell area: 101 sq um
- fraction of final layout cells with drive strength greater than 1: 0.321
- area growth from synthesis to final layout: 94.7%
- Logic cell area: 57.6 sq um
- filler-free cell count of the finished design: 74
- Finished Core Util: 0.0949
- tally of filler cells in the layout: 405
- post-route design area: 324 sq um

Global routing
- first-pass GRT wire length: 662 microns
- pin count of the biggest net entering global routing: 6
- number of global-route vias before repair: 158
- antenna violations before repair: 0
- global-route congestion overflow total: 0
- global-route usage over all layers: 0.0146

Power and ir drop
- part of the power in the clock network: 0.468
- Leak: 0.146 nW
- net switching power: 0.0577 mW
- part of the power in registers: 0.384
- part of the total power dissipated in combinational logic: 0.148
- Int Power: 0.207 mW
- IR Drop Worst-Case VDD: 0.155 mV
- switching share of total power: 0.218
- power per cell area: 818 nW/um^2

Synth
- yosys synthesis chip area: 166 sq um
- area share, top type: 0.451
- synthesized area per cell: 11.1 sq um
- most frequent cell after synthesis: dfrtp_1
- synthesis-stage register bit count: 4
- proportion of register bits with asynchronous set or reset after synthesis: 1.00
- instance count of the mapped netlist: 15
- yosys stat cell total: 15
- count of synthesis-stage warnings from yosys: 1
- Cell variety after synth: 12
- synthesized area: 166 sq um
- most common library cells after synthesis: dfrtp_1 (3), inv_1 (2)
- Synth Flop Type: dfrtp_1
- Cell area leaders: dfrtp_1 (45%), dfstp_2 (16%), mux2_1 (6.8%)
- count of flip-flops with a built-in enable after synthesis: 0
- share of the yosys chip area belonging to registers: 0.609
- cell type contributing the most total cell area after synthesis: dfrtp_1

Timing
- unrepaired setup endpoints after global routing: no
- setup clock skew after layout: 0.00807 ns
- Min Clock Period, post-route: 1.74 ns
- post-route worst setup slack: 0.0632 ns
- max-slew violations: 0
- Hold Violations, Final: 0
- period utilization: 0.965
- max frequency: 576 MHz
- Final setup viols: 0
- final total negative setup slack: 0 ns

Clock tree
- clk buf depth: 2
- TritonCTS clock tree: yes
- number of CTS-inserted buffers: 3
- number of H-tree levels: 1
- clock-pin slew reported for the worst setup and hold paths after clock tree synthesis: 0.04 ns
- later-pin clock latency in the skew report: 0.24 ns
- number of hold buffers added after CTS: 0
- clock root buffer: clkbuf_4
- number of clock sinks seen by CTS: 4

Job
- stage-log warning count: 25
- number of maximum-capacitance constraint violations: 0

Hold path
- worst hold path type: input port to async pin

Floorplan
- horizontal extent of the die: 80 microns
- number of standard-cell rows in the floorplan: 21
- Die Y-Extent: 80 microns
- placeable core region: 3420 sq um
- starting density of the core: 0.0487
- Boundary Pins: 5
- Die Outline Area: 6400 sq um

Placed design
- pre-CTS setup slack: -0.337 ns
- placed instance count: 69
- RePlAce Congestion: 0.618
- Cell Area, Placed: 294 sq um
- count of buffers inserted at the top-level ports: 4

Outcome
- run status: complete, no violations

[worst register-to-register path, stage by stage (launching register included)]
cell	delay (ns)
dfrtp_1	0.36
buf_4	0.14
o21a_1	0.18
buf_4	0.13
buf_4	0.11
[final timing paths]
kind                       startpoint           to  slack (ns)  depth (start not counted)
min in group clk0            state[0]     state[2]        0.53                          1
min reg2reg                  state[0]     state[2]        0.53                          1
max reg2reg                      flop     state[1]        0.77                          4
min                             reset    async pin        0.30                          2
max in group asynchronous       reset     state[0]        1.27                          2
max                           data_in  data_out[1]        0.06                          4
[per-layer routing]
| layer | up-vias | GRT usage | part of all wire | wire [microns] |
|---|---|---|---|---|
| met3 | 0 | 0.0261 | 0.32 | 132 |
| met2 | 8 | 0.0161 | 0.32 | 131 |
| met1 | 63 | 0.0120 | 0.35 | 142 |
| met5 | - | 0 | 0 | 0 |
| met4 | 0 | 0.00352 | 0 | 0 |
| li1 | 73 | - | - | - |
[metrics by stage]
stage,power [mW],hold WS (ns)
2_1_floorplan,0.115,0.125
3_3_place_gp,0.142,0.521
3_5_place_dp,0.145,0.531
4_1_cts,0.271,0.297
5_1_grt,0.285,0.301
6_report,0.265,0.297
[placed cells by master, fill, tap and decap left out, drive strengths merged, types with 2 or more instances in the layout]
cell         instances
inv                  2
dlygate4sd2          3
clkbuf               4
dfrtp                3
buf                  5
[cells by family (layout without fill, tap and decap cells)]
logic type,after synthesis,count (layout),share of synthesized area
AOI/OAI and AO/OA,4,4,0.165
muxes,1,1,0.0677
other,1,1,0.0225
DFF,4,4,0.609
and+or+nand+nor,3,3,0.0902
buffers and inverters,2,15,0.0451
[power by group through the flow]
| stage | clock (mW) | sequential, mW | combinational (mW) |
|---|---|---|---|
| 6_report | 0.124 | 0.102 | 0.0393 |
| 5_1_grt | 0.138 | 0.103 | 0.0443 |
| 4_1_cts | 0.129 | 0.102 | 0.0400 |
[layout make-up]
| cell class | instances | share of cell area |
|---|---|---|
| Tap cell | 46 | 0.178 |
| Clock buffer | 4 | 0.0811 |
| Sequential cell | 4 | 0.313 |
| Inverter | 2 | 0.0232 |
| Timing Repair Buffer | 9 | 0.228 |
| Multi-Input combinational cell | 9 | 0.178 |
[what timing repair did]
item | CTS | global route
setup buffers | 1 | 0
gates resized | 3 | 0
endpoints found under the setup margin | 2 | 0
Power and IR drop assume default switching activity.
