File: flow/config.mk
export PLATFORM = sky130hd
export DESIGN_NAME = compare
export DESIGN_NICKNAME = compare
export VERILOG_FILES = /design/flow/design.v
export SDC_FILE = /design/flow/constraint.sdc
export NUM_CORES = 4
export LEC_CHECK = 1
export CORE_AREA = 10 10 70 70
export DIE_AREA = 0 0 80 80
File: flow/constraint.sdc
current_design compare

set clk_period 1.3
set clk_io_pct 0.2

create_clock -name clk0 -period $clk_period

set non_clock_inputs [all_inputs -no_clocks]
set_input_delay [expr $clk_period * $clk_io_pct] -clock clk0 $non_clock_inputs
set_output_delay [expr $clk_period * $clk_io_pct] -clock clk0 [all_outputs]
File: flow/run.sh
#!/bin/bash
# OpenROAD 26Q1-2900-gdf79404cd8, Yosys 0.63+post, stock flow scripts
make -C /OpenROAD-flow-scripts/flow DESIGN_CONFIG=/design/flow/config.mk WORK_HOME=/design/flow/orfs finish
File: flow/design.v
module compare (A, B, AeqB, AgtB, AltB);
	input [3:0] A, B;
	output AeqB, AgtB, AltB;
	reg AeqB, AgtB, AltB;
	always @(A or B)
	begin
		AeqB = 0;
		AgtB = 0;
		AltB = 0;
		if(A == B)
			AeqB = 1;
		else if (A > B)
			AgtB = 1;
		else
			AltB = 1;
	end
endmodule
==> out/results.env <==
FAILED_CHECKS='setup timing'
CRITICAL-PATH-SLOWEST-CELL='sky130_fd_sc_hd__ha_4'
SYNTH.YOSYS.CHIP_AREA_SQ_UM=109
VDD_IR_DROP_MAX_mV=0.0345
MIN_PERIOD_PS=1320
POST_SYNTH_INST_COUNT=17
AREA_GROWTH_PCT=218
TIMING.MAX_SLEW.REL_SLACK_PCT=92.6
FINAL-COMB-AREA_SQ_UM=165
DETAIL_ROUTE.WL_PER_CELL_UM=5.57
TOOL_WARNINGS=34
TOTAL_LEAKAGE_POWER_nW=0.135
WORST_SLACK_AT_PLACEMENT_PS=-836
WORSTPATHARRIVAL_PS=1060
POWERDENSITY_mW_PER_MM2=321
PLACEMENTROWS=21
FIRST_PASS_GRT_WIRE_LENGTH_UM=496
STATUS='complete, but fails checks'
YOSYSUNIQUECELLTYPES=8
MAXIMUM_NUMBER_OF_PINS_ON_ONE_NET_BEFORE_GLOBAL_ROUTE_REPAIR=4
MIN_FROM='A[3]'
SETUP.WORST_PATH.END_CLASS='output pin'
NUM-FILL-CELLS=393
GRT-OVFL-TOTAL=0
FINAL_SETUP_VIOLS=2
POST_DRT_VIA_CELL_RATIO=2.08
GRT_PASS1_VIAS=126
DRT_DRC_VIOLATIONS_LEFT=0
CRITICAL_PATH.MAX_STAGE_DELAY_PS=270
MAX_CAP_VIOLATIONS=0
CHIP_AREA_SQ_MM=0.00640
FMAX_MHz=760
FIN_CRIT_SH_PCT=101
CP.BUFFERS_INVERTERS=4
RSZ_0062_RAISED_AFTER_GLOBAL_ROUTING='true'
MAX_SLEW.WORST_PIN.SLEW_PS=112
FIRSTDRTPASSITERS=1
ROUTE.ANTENNA.REMAINING_NETS=0
CRIT_PATH_START='B[3]'
CRITPATHLAUNCHTYPE='input port'
FINAL.SETUP.WORST_SLACK_PS=-16.4
PLACED_CELLS_INCL_TAPS=74
AREA.SEQUENTIAL_SQ_UM=0
YOSYSCELLCOUNT=17
ANTENNA_CELLS_INSERTED=0
TIMING_WORST_SETUP_PATH_TYPE='input port to output pin'
YOSYS_WARNINGS=1
GRT_UTIL_ALL_LAYERS_PCT=0.900
DRT-TOTAL-WL_UM=418
GP_CONGESTION=0.776
GRT_ANTENNA_BEFORE_REPAIR=0
DIE_HEIGHT_UM=80
POST-DP-HPWL_UM=325
FP-UTILIZATION_PCT=3.19
DRIVE_ABOVE_1_SHARE_PCT=93.1
IO_BUFFERS=11
CP_CELL_SEQUENCE='buf_6 > inv_4 > ha_4 > nand2_4 > buf_4 > nor2_4 > nor2_1 > buf_2'
DESIGN.SEQ.COUNT=0
MEAN_AREA_PER_SYNTHESIZED_CELL_SQ_UM=6.40
POST_CTS_HOLD_BUFFER_COUNT=0
NCLKBUFFERS=0
IO_PINS=11
DR.FIRST_ITER.DRC_COUNT=0
CLASS_OF_THE_MOST_CRITICAL_HOLD_TIMING_PATH='input port to output pin'
HOLD_VIOL_FINAL=0
DIE_WIDTH_UM=80
CP_TOP_DELAY_FAMILY='buffers and inverters'
CRITICAL_PATH_DATA_REQUIRED_TIME_PS=1040
LAYOUT.CELLS.NON_FILLER=75
FP.COREAREA_SQ_MM=0.00342
VIAS=156
CRITICAL_PATH.MAX_FANOUT=3
FINAL_MAX_SLEW_VIOL_COUNT=0
YS_SEQ_SHARE_PCT=0
NETLIST_AREA_SQ_UM=109
[layer usage]
metal / track usage (%) / vias to the layer above / wire [um]
met2: 1.28 / 9 / 148
met3: 0.455 / 0 / 82
met4: 0 / 0 / 0
li1: - / 78 / -
met1: 1.25 / 69 / 187
met5: 0 / - / 0
[layout by cell type (no fill, tap or decap)]
cell type and count:
sky130_fd_sc_hd__nand2_4 1, sky130_fd_sc_hd__inv_4 2, sky130_fd_sc_hd__inv_2 3, sky130_fd_sc_hd__o21ai_2 1
sky130_fd_sc_hd__buf_4 1, sky130_fd_sc_hd__a21oi_2 2, sky130_fd_sc_hd__buf_6 6, sky130_fd_sc_hd__nor2_4 1
sky130_fd_sc_hd__buf_2 5, sky130_fd_sc_hd__ha_4 4, sky130_fd_sc_hd__nor2b_1 1, sky130_fd_sc_hd__nand2_2 1
sky130_fd_sc_hd__nor2_1 1
[worst min-delay path: stages]
cell and delay (ps):
sky130_fd_sc_hd__buf_6 70, sky130_fd_sc_hd__ha_4 120, sky130_fd_sc_hd__a21oi_2 30, sky130_fd_sc_hd__o21ai_2 50, sky130_fd_sc_hd__nor2_1 40, sky130_fd_sc_hd__buf_2 110
[synth_stat cells]
master,instances,area [sq um]
sky130_fd_sc_hd__nor2_1,2,7.51
sky130_fd_sc_hd__inv_1,5,18.8
sky130_fd_sc_hd__a21oi_2,1,8.76
sky130_fd_sc_hd__nor2b_1,1,6.26
sky130_fd_sc_hd__o21ai_1,1,5.00
sky130_fd_sc_hd__ha_1,4,50.1
sky130_fd_sc_hd__nand2_1,2,7.51
sky130_fd_sc_hd__a21oi_1,1,5.00
[logic make-up after synthesis]
| kind of cell | share of synthesized area, % |
|---|---|
| adders and majority gates | 46.0 |
| buffers and inverters | 17.2 |
| and+or+nand+nor | 19.5 |
| AOI/OAI and AO/OA | 17.2 |
[worst paths after layout]
path / endpoint / depth (start not counted) / slack, ps
worst max-delay path: AltB / 8 / -20
worst min-delay path: AltB / 6 / 950
[metrics by stage]
stage | setup TNS [ps] | hold slack, ps | total power, mW | instance area (sq um) | util (%)
floorplan | 0 | 756 | 0.0270 | 109 | -
global placement | -2280 | 1660 | 0.0758 | 277 | 8.10
detailed placement | -2380 | 1690 | 0.0767 | 277 | 8.10
CTS | -4.68 | 926 | 0.103 | 327 | 9.56
global route | -109 | 978 | 0.122 | 347 | 10.1
finish | -17.3 | 949 | 0.111 | 347 | 10.1
[what timing repair did]
action | CTS | global route
pin swaps | 11 | 4
resized | 62 | 2
setup buffers | 0 | 1
setup endpoints to repair | 3 | 2
[layout make-up]
class	instances	share of cell area [%]
multi-input combinational	12	47.7
timing repair buffer	12	28.9
tap	46	16.6
inverter	5	6.86
[power breakdown]
| part | leakage [nW] | switching (mW) | total, mW | internal (mW) |
|---|---|---|---|---|
| Sequential | 0 | 0 | 0 | 0 |
| Clock | 0 | 0 | 0 | 0 |
| Combinational | 0.135 | 0.0445 | 0.111 | 0.0667 |
No activity file was given, so power comes from the tool's default toggle rates.
